## design/flow/design.v

```verilog
`timescale 1ns / 1ps
module Bird_Ctrl(
    input clk_ms, up_button,
    input [1:0] state,
    input [9:0] pip1_X,
    input [8:0] pip1_Y,
    output isDead,
    output reg [12:0] V_pos
    );
    parameter initialVelocity = 9;   
    parameter acceleration    = 1;    
    parameter H_pos       = 320;
    parameter slot_width  = 60;
    parameter slot_height = 100;
    parameter land_height = 100;
    parameter bird_Xwidth = 34;
    parameter bird_Ywidth = 24;
    reg [12:0] time_from = 0;        
    reg [5:0] velocity = 0;          
    reg velocityDire = 0;            
    reg [3:0] angle;
    reg [1:0] button_state = 2'b00;
    reg [8:0] V_pos_tmp = 0;
    assign isDead = state && (V_pos < land_height || H_pos - 2 > pip1_X - slot_width + 1 && H_pos - bird_Xwidth + 4 < pip1_X && (V_pos + bird_Ywidth - 2 > pip1_Y || V_pos + 2 < pip1_Y - slot_height));
    always @(posedge clk_ms) begin
        button_state[1] = button_state[0];
        button_state[0] = up_button;
        case(state)
            0: begin
                V_pos  = 240;
                velocity = 0;
                velocityDire = 0;
            end
            1: begin
                if(button_state == 2'b01) begin
                    velocity = initialVelocity;
                    velocityDire = 1;
                end
                if(velocity == 0 && velocityDire == 1)
                    velocityDire = 0;
                velocity = velocityDire ? velocity - acceleration : velocity + acceleration;
                V_pos_tmp = velocityDire ? V_pos + velocity : V_pos - velocity;
                V_pos = V_pos_tmp < land_height ? land_height - 1 : V_pos_tmp;
            end
            2: begin   
                velocity = velocityDire ? 0 : velocity + acceleration * 2;
                velocityDire = 0;
                V_pos_tmp = V_pos - velocity;
                V_pos = V_pos_tmp < land_height ? land_height - 1 : V_pos_tmp;
            end
            default: ;
        endcase
    end
endmodule
```

## design/flow/run.sh

```bash
#!/bin/bash
# OpenROAD 26Q1-2900-gdf79404cd8, Yosys 0.63+post, stock flow scripts
make -C /OpenROAD-flow-scripts/flow DESIGN_CONFIG=/design/flow/config.mk WORK_HOME=/design/flow/orfs finish
```

## design/flow/config.mk

```make
export PLATFORM = sky130hd
export DESIGN_NAME = Bird_Ctrl
export DESIGN_NICKNAME = Bird_Ctrl
export VERILOG_FILES = /design/flow/design.v
export SDC_FILE = /design/flow/constraint.sdc
export NUM_CORES = 4
export LEC_CHECK = 1
export CORE_UTILIZATION = 40
```

## design/flow/constraint.sdc

```tcl
current_design Bird_Ctrl

set clk_period 6.8
set clk_io_pct 0.2

create_clock -name clk0 -period $clk_period [get_ports {clk_ms}]

set non_clock_inputs [all_inputs -no_clocks]
set_input_delay [expr $clk_period * $clk_io_pct] -clock clk0 $non_clock_inputs
set_output_delay [expr $clk_period * $clk_io_pct] -clock clk0 [all_outputs]
```

==> flow_metrics.py <==
# Generated from Yosys and OpenROAD reports
metrics = {
    "outcome": {
        "status": "complete, no violations",
    },
    "worst_setup_path": {
        "cp.arrival_ns": 6.16,
        "cp-start-kind": "input port",
        "crit_required_ns": 6.80,
        "end_kind": "register",
        "path_class": "in -> reg",
        "worst-path-max-fanout": 7,
    },
    "clock_network": {
        "tritoncts": "built",
        "clk-insertion-delay-late_ns": 0.25,
        "cts-root-buf": "clkbuf_8",
        "cts_max_level": 1,
        "clk_path_buf_depth": 2,
        "cts_resized": 0,
        "cts_hold_buf": 0,
        "cts-buffers-inserted": 3,
        "clk_pin_slew_worst_paths_ns": 0.06,
        "post-cts-setup-buffer-count": 0,
        "cts_sinks": 17,
    },
    "sta": {
        "grt_setup_unrepaired": "false",
        "clock-skew-final_ns": 0.007009,
        "slew_violations": 0,
        "worst_pin_slew_ns": 0.6704,
        "setup_violations": 0,
        "fin_crit_ns": 6.163,
        "hold_viol": 0,
        "period_used_pct": 90.64,
        "fmax_mhz": 162.3,
        "finalSetupTns_ns": 0,
        "relSlewSlack_pct": 55.26,
        "whs_ns": 0.7786,
    },
    "yosys": {
        "synth.cell_area_mm2": 0.003088,
        "postSynthAreaPerCell_um2": 7.837,
        "ys_cells": 394,
        "post_synth_num_cell_types": 60,
        "yosysTopAreaCellShare_pct": 17.42,
        "syn-instance-count": 394,
        "yosysTopAreaCell": "ha_1",
        "synth-edff-count": 16,
        "synthFlopType": "edfxtp_1",
        "synthArstFlopShare_pct": 0,
        "yosys_warnings": 1,
        "yosysChipArea_mm2": 0.003088,
        "synth_flop_count": 17,
        "topCellsByArea": "ha_1, edfxtp_1, xnor2_1",
        "ys_seq_share_pct": 16.21,
    },
    "layout": {
        "synthToLayoutAreaGrowth_pct": 13.29,
        "final_common_cell": "ha_1",
        "layout_top_cells": "ha_1, nor2_1, inv_1, clkdlybuf4s50_1, xnor2_1",
        "utilization_pct": 47.47,
        "drive_gt1_share_pct": 3.874,
    },
    "global_routing": {
        "grt_pass1_vias": 2547,
        "grt_usage_pct": 18.62,
        "grt_max_degree": 23,
        "antenna_found_initial": 0,
        "grt-ovfl-total": 0,
        "grt_pass1_wl_um": 12240,
    },
    "route": {
        "drt-initial-drc-count": 155,
        "diodes": 0,
        "totalWireLength_um": 7219,
        "vias_per_cell": 5.445,
        "firstDrtPassIters": 4,
        "vias": 2788,
        "drcViolationCount": 0,
        "routed-wl-met3_um": 346,
        "met2_wirelength_um": 3090,
        "final_antenna_net_count": 0,
        "top_layer": "met4",
        "wire_per_inst_um": 14.10,
        "m1WireLength_um": 3713,
    },
    "floorplanning": {
        "fp_util_pct": 41.90,
        "fp-row-count": 31,
        "die_w_um": 89.86,
        "die_area_mm2": 0.008075,
        "pin_count": 37,
        "core_area_mm2": 0.007370,
        "die_h_um": 89.86,
    },
    "pwr": {
        "power_frac_seq_pct": 21.1,
        "p_int_uw": 515.9,
        "pwr-share-clk_pct": 7.7,
        "p_switching_uw": 479.2,
        "leakagePower_nw": 1.425,
        "combPwrFrac_pct": 71.2,
        "p_per_area_mw_per_mm2": 284.5,
        "swShare_pct": 48.16,
        "ir_drop_uv": 194.5,
    },
    "place": {
        "gp_congestion": 0.8772,
        "numPortBuffers": 32,
        "hpwl_um": 5784,
    },
    "job": {
        "warnings": 31,
        "maxCapViolCount": 0,
    },
    "hold_path": {
        "hold_class": "reg -> reg",
    },
}
[area by class of cell]
type | count | area, um2
sequential | 17 | 500.5
clock inverter | 1 | 5.005
inverter | 32 | 120.1
tap | 99 | 123.9
clock buffer | 3 | 41.29
fill | 730 | 3871
timing repair buffer | 32 | 320.3
multi-input combinational | 328 | 2387
[cells by family after synthesis]
group,count (synthesis),share of synthesized area [%]
other,1,0.1214
buffers and inverters,52,6.929
adder cells (fa/ha/maj),45,18.72
multiplexers,2,0.8102
AND-OR/OR-AND,89,20.42
AND/OR/NAND/NOR,144,24.31
flip-flops,17,16.21
XOR/XNOR,44,12.48
[worst max-delay path, stage by stage]
cell             delay [ns]
clkdlybuf4s50_1        0.43
nor2b_2                0.21
nor3_2                 0.22
nand2_1                0.15
nand2_1                0.10
nand2_1                0.18
xnor2_1                0.20
ha_1                   0.27
a211oi_1               0.20
a31oi_1                0.06
a221oi_1               0.35
nor3b_1                0.30
a31oi_1                0.17
xnor2_1                0.16
ha_1                   0.35
nand3_1                0.09
o211ai_1               0.10
o41ai_1                0.34
xnor2_1                0.23
inv_1                  0.08
o211ai_1               0.12
nand2_2                0.14
a221o_1                0.35
[sequential cells by signal, indices dropped and copies added (netlist names)]
signal,flops
V_pos,9
button_state,1
velocity,6
velocityDire,1
[per-layer routing]
| metal | vias up | global-route usage (%) |
|---|---|---|
| li1 | 1458 | - |
| met1 | 1247 | 30.56 |
| met2 | 77 | 28.65 |
| met3 | 6 | 1.203 |
| met4 | 0 | 1.344 |
| met5 | - | 0 |
[metrics by stage]
| step | instances | instance area (um2) | worst slack [ns] | power, mW |
|---|---|---|---|---|
| final | 512 | 3498 | 0.6367 | 0.9951 |
| after global routing | 512 | 3498 | 0.07154 | 1.099 |
| after detailed placement | 508 | 3450 | 0.3374 | 0.9143 |
| after global placement | 508 | 3450 | 0.5148 | 0.9096 |
| after floorplan | 397 | 3099 | 1.320 | 0.7357 |
| after CTS | 512 | 3496 | 0.5726 | 0.9975 |
[Yosys cell counts, drive strengths merged (2+ instances only)]
cell / number
a211oi: 5
a21boi: 2
a21o: 4
a21oi: 16
a221o: 4
a22oi: 2
a31oi: 6
a41oi: 2
and2: 3
and3: 2
buf: 7
clkbuf: 13
edfxtp: 16
fa: 2
ha: 43
inv: 32
nand2: 27
nand2b: 10
nand3: 22
nand3b: 2
nand4: 8
nand4b: 5
nor2: 34
nor2b: 7
nor3: 14
nor3b: 3
o2111ai: 3
o211ai: 6
o21a: 7
o21ai: 12
o21bai: 3
o22ai: 4
o311a: 2
o31ai: 2
or2: 4
xnor2: 28
xor2: 16
[power groups by stage]
stage     Sequential, mW  Clock [mW]  Combinational [mW]
4_1_cts            0.210      0.0778               0.710
5_1_grt            0.217      0.0804               0.802
6_report           0.210      0.0767               0.708
[path summary, 6_finish.rpt]
kind / depth (start not counted) / slack (ns) / to / startpoint
min reg2reg: 2 / 0.78 / V_pos[0]$_DFFE_PP_ / V_pos[0]$_DFFE_PP_
max: 23 / 0.64 / V_pos[0]$_DFFE_PP_ / up_button
max reg2reg: 22 / 1.43 / V_pos[0]$_DFFE_PP_ / velocity[1]$_DFFE_PP_
min: 2 / 0.78 / V_pos[0]$_DFFE_PP_ / V_pos[0]$_DFFE_PP_
Power is estimated from default activity; no workload was simulated.
