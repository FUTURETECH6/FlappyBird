## flow/run.sh

```bash
#!/bin/bash
# OpenROAD 26Q1-2900-gdf79404cd8, Yosys 0.63+post, stock flow scripts
make -C /OpenROAD-flow-scripts/flow DESIGN_CONFIG=/design/flow/config.mk WORK_HOME=/design/flow/orfs finish
```

## flow/config.mk

```make
export PLATFORM = sky130hd
export DESIGN_NAME = Pipe_Generator
export DESIGN_NICKNAME = Pipe_Generator
export VERILOG_FILES = /design/flow/design.v
export SDC_FILE = /design/flow/constraint.sdc
export NUM_CORES = 4
export LEC_CHECK = 1
export CORE_AREA = 10 10 101 101
export DIE_AREA = 0 0 111 111
```

## flow/constraint.sdc

```tcl
current_design Pipe_Generator

set clk_period 5.7
set clk_io_pct 0.2

create_clock -name clk0 -period $clk_period [get_ports {clk_2ms}]

set non_clock_inputs [all_inputs -no_clocks]
set_input_delay [expr $clk_period * $clk_io_pct] -clock clk0 $non_clock_inputs
set_output_delay [expr $clk_period * $clk_io_pct] -clock clk0 [all_outputs]
```

## flow/design.v

```verilog
`timescale 1ns / 1ps
module Pipe_Generator(
    input clk_2ms,
    input [1:0] state,
    output reg [9:0] pip_X,   
    output reg [8:0] pip_Y,   
    output reg [7:0] score
    );
    parameter slot_width   = 60;
    parameter slot_height  = 100;
    parameter bird_HPos    = 320;
    parameter bird_Xwidth  = 34;
    parameter rand0 = 281;   
    parameter rand1 = 307;
    parameter rand2 = 374;
    parameter rand3 = 340;
    parameter rand4 = 409;
    parameter rand5 = 364;
    parameter rand6 = 318;
    parameter rand7 = 398;
    parameter rand8 = 402;
    parameter rand9 = 304;
    parameter rand10 = 345;
    parameter rand11 = 385;
    parameter rand12 = 321;
    parameter rand13 = 267;
    parameter rand14 = 401;
    parameter rand15 = 331;
    reg [3:0] rand_state = 0;
    always @(posedge clk_2ms) begin
        case(state)
            0: begin
                    pip_X <= 0;
                    score <= 0;
            end
            1: begin
                if(pip_X == bird_HPos - bird_Xwidth)
                    score <= score + 1;
                if(pip_X == 0) begin
                    pip_X <= 639 + slot_width + 24;   
                    case(rand_state)
                        0: pip_Y <= rand0;
                        1: pip_Y <= rand1;
                        2: pip_Y <= rand2;
                        3: pip_Y <= rand3;
                        4: pip_Y <= rand4;
                        5: pip_Y <= rand5;
                        6: pip_Y <= rand6;
                        7: pip_Y <= rand7;
                        8: pip_Y <= rand8;
                        9: pip_Y <= rand9;
                        10: pip_Y <= rand10;
                        11: pip_Y <= rand11;
                        12: pip_Y <= rand12;
                        13: pip_Y <= rand13;
                        14: pip_Y <= rand14;
                        15: pip_Y <= rand15;
                        default: ;
                    endcase
                    rand_state <= (& rand_state) ? 0 : rand_state + 1;
                end
                else
                    pip_X <= pip_X - 1;
            end
            default:begin
                pip_X <= pip_X; pip_Y <= pip_Y;
            end
        endcase
    end
endmodule
```

==> flow_summary.json <==
{
  "outcome": "completed",
  "ios": 30,
  "vias": 1199,
  "synth.distinct_cells": 34,
  "ys_cells": 138,
  "worst_ir_drop_vdd_mv": 0.135,
  "synthFlopType": "edfxtp_1",
  "rows": 33,
  "viasPerCell": 4.38,
  "crit_path_end_kind": "flop",
  "cp_data_required_time_ps": 5680,
  "die.size.y_um": 111,
  "diodes": 0,
  "hold_class": "reg -> reg",
  "setup_violations": 0,
  "crit_type": "in -> reg",
  "relSlewSlack_pct": 46.2,
  "power_density_nw_per_um2": 237,
  "drive_above_1_share_pct": 8.28,
  "netlist_area_um2": 1620,
  "finalHoldViolCount": 0,
  "portBuffers": 28,
  "syn2layout_area_growth_pct": 30.9,
  "avgSynthCellArea_um2": 11.8,
  "postCtsSetupBuffers": 0,
  "skew_ps": 9.84,
  "leakagePower_nw": 0.709,
  "register_area_um2": 901,
  "chipWidth_um": 111,
  "numCtsBuffers": 5,
  "rsz0062_at_grt": "false",
  "place.gp.congestion": 0.789,
  "clk_latency_ps": 280,
  "cts_root_buf": "clkbuf_8",
  "grt_remaining_overflow": 0,
  "layout_top_cell": "edfxtp_1",
  "cap_violations": 0,
  "ant_nets": 0,
  "yosys_register_bits": 30,
  "cp-start-kind": "input pin",
  "dr.pass1.iters": 4,
  "hold_slack_ps": 625,
  "tns_ps": 0,
  "first_global_vias": 1118,
  "final_cell_mix": "edfxtp_1 (30), clkdlybuf4s50_1 (28), a21oi_1 (11)",
  "comb_area_um2": 664,
  "cts_sinks": 30,
  "worst_pin_slew_ps": 807,
  "clkSlewWorstSetupHoldPaths_ps": 60,
  "antenna_found_initial": 0,
  "fin_crit_sh_pct": 50.0,
  "syn_inst": 138,
  "ys_seq_share_pct": 55.5,
  "htreeDepth": 2,
  "cts_tree": "built",
  "worst-endpoint-arrival_ps": 2830,
  "placed_area_um2": 2010,
  "grt_use_total_pct": 5.25,
  "enable_flop_cells": 30,
  "maxSlewViolCount": 0,
  "grt_max_degree": 19,
  "wire_per_inst_um": 12.3,
  "log.warning_count": 30,
  "detail_route.wirelength_um": 3380,
  "ctsHoldBuffers": 0,
  "final_area_um2": 2120,
  "clk_path_buf_depth": 2,
  "clock.fmax_mhz": 351,
  "cp_max_fo": 18,
  "dp_hpwl_um": 2440,
  "die-area_um2": 12300,
  "async_flop_share_pct": 0,
  "cts_resized": 0,
  "nFillCells": 824,
  "fin_crit_ps": 2850,
  "yosysChipArea_um2": 1620,
  "grt_pass1_wl_um": 5520,
  "core_area_um2": 8130,
  "drt_iter0_drc": 69,
  "yosysWarningCount": 1,
  "drc": 0,
  "initial_core_util_pct": 20.0
}
worst max-delay path, stage by stage:
cell	delay [ps]
clkdlybuf4s50_1	430
inv_1	340
nand2_1	480
nor2_1	220
buf_4	220
cell usage after synthesis (all sizes together) (4+ instances only):
cell    count  share of area, %
a21oi      11               3.4
a31oi       4               1.5
clkbuf      5               1.2
edfxtp     30                56
ha          8               6.2
inv         8               1.9
nand2       5               1.2
nor2        8               1.9
nor3        8               2.5
o21ai       8               2.5
o31ai       5               2.3
or3         6               2.9
or4         4               2.1
stage by stage:
stage | power (mW) | std cells | worst slack (ps) | util [%]
global placement | 0.300 | 266 | 2590 | 24.8
finish | 0.504 | 274 | 2850 | 26.1
detailed placement | 0.300 | 266 | 2580 | 24.8
floorplan | 0.280 | 138 | 2920 | -
CTS | 0.510 | 274 | 2860 | 26.1
global route | 0.527 | 274 | 2670 | 26.1
routing by layer:
metal  global-route usage, %  vias to the layer above  wire length [µm]
met5                       0                        -                 0
met4                    1.13                        0                70
met3                    2.08                        4               266
met2                    8.45                       37              1550
met1                    6.52                      566              1490
li1                        -                      592                 -
state kept, by name (all words and copies together), names as in the netlist:
register,flops
pip_X,10
pip_Y,8
score,8
rand_state,4
area by class of cell:
class | instances | area share (%)
Timing Repair Buffer | 29 | 13.5
Inverter | 8 | 1.41
Multi-Input combinational cell | 94 | 31.3
Clock buffer | 6 | 3.42
Clock inverter | 2 | 1.77
Sequential cell | 30 | 42.4
Tap cell | 105 | 6.18
power breakdown:
part           switching, mW  leakage, nW  internal, mW
Combinational         0.0149        0.369        0.0208
Clock                 0.0781       0.0514         0.130
Sequential            0.0105        0.289         0.249
Total                  0.104        0.709         0.401
cells by family (layout without fill, tap and decap cells):
family	count (synthesis)	in the layout	share of synthesized area [%]
AOI/OAI and AO/OA	35	35	13.1
xor gates and xnor gates	6	6	3.24
adders and majority gates	8	8	6.17
buffers and inverters	14	45	3.55
DFF	30	30	55.5
muxes	3	3	3.39
other	1	1	0.231
and+or+nand+nor	41	41	14.8
worst paths after layout:
| kind | start | endpoint | slack, ps | cells after the start |
|---|---|---|---|---|
| worst min register to register | score[0] | score[0] | 630 | 1 |
| worst max register to register | pip_X[0] | pip_Y[6] | 3240 | 6 |
| worst min-delay path | score[0] | score[0] | 630 | 1 |
| worst max-delay path | state[1] | pip_Y[6] | 2850 | 5 |
No activity file was given, so power comes from the tool's default toggle rates.
